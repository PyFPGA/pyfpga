[flow/config.mk]
export PLATFORM = sky130hd
export DESIGN_NAME = Blink
export DESIGN_NICKNAME = Blink
export VERILOG_FILES = /design/flow/design.v
export SDC_FILE = /design/flow/constraint.sdc
export NUM_CORES = 4
export LEC_CHECK = 1
export CORE_AREA = 10 10 97 97
export DIE_AREA = 0 0 107 107
[flow/constraint.sdc]
current_design Blink

set clk_period 4.3
set clk_io_pct 0.2

create_clock -name clk0 -period $clk_period [get_ports {clk_i}]

set non_clock_inputs [all_inputs -no_clocks]
set_input_delay [expr $clk_period * $clk_io_pct] -clock clk0 $non_clock_inputs
set_output_delay [expr $clk_period * $clk_io_pct] -clock clk0 [all_outputs]
[flow/design.v]
module Blink #(
  parameter FREQ = 25000000,
  parameter SECS = 1
)(
  input  clk_i,
  output led_o
);
  localparam            DIV = FREQ*SECS;
  reg                   led = 0;
  reg [$clog2(DIV)-1:0] cnt = 0;
  always @(posedge clk_i) begin
    if (cnt == DIV-1) begin
      cnt <= 0;
      led <= ~led;
    end else begin
      cnt <= cnt + 1;
    end
  end
  assign led_o = led;
endmodule
[flow/run.sh]
#!/bin/bash
# OpenROAD 26Q1-2900-gdf79404cd8, Yosys 0.63+post, stock flow scripts
make -C /OpenROAD-flow-scripts/flow DESIGN_CONFIG=/design/flow/config.mk WORK_HOME=/design/flow/orfs finish
==> run notes <==
run metrics: status=complete, no violations, Mux area share=0, Sequential Power Share=0.550, Clk pwr share=0.450, min-delay src=cnt[0]$_SDFF_PN0_, fillers=821, leading area contributor after synthesis=dfxtp_1, RSZ-0062 raised after global routing=false, Hold/Removal Path Class=reg2reg, #FFs+latches synth=26, Clock Tree Buf Depth=2, setup slack on the worst flop-to-flop path=2.32 ns, cells on worst reg2reg path=4, DP Cell Count=220, CTS H-tree lvls=1, Comb pwr share=0, CP startpoint=cnt[0]$_SDFF_PN0_, first-pass GRT wire length=3.68 mm, top comb family, area=simple AND/OR/NAND/NOR gates, tool warning count=25, initial antenna violation count=0, Post-Synth XOR/XNOR Area=0.102, Chip Height=107 µm, dpl hpwl=1.42 mm, EDFF count, synth=1, Sw Ratio=0.168, Synth Instances=124, Num CTS Buffers=3, Congestion Overflow GR=0, antenna cells=0, and-or/or-and share of the synthesized area=0.0881, Area Overhead vs Synth=14.0%, Synth warnings=1, simple share=0.315, Root Driver=clkbuf_8, register area share after synthesis=0.439, R2R Path Start=cnt[0]$_SDFF_PN0_, yosys stat cell total=124, Finished Layout Cells=224, core area=7290 µm², Primary FF master, synth=dfxtp_1, I/O pin count=2, Num Clock Sinks=26, vias=857, FP Util=0.166, Reg area=531 µm², Post-DRT Antenna Nets=0, first-pass iteration count of the detailed router=3, crit-path max cell delay=0.54 ns, Fin Setup TNS=0 ns, syn avg cell area=9.74 µm², port bufs=1, Max Fanout on Critical Path=9, Slew HR=0.659, Buf/Inv on CP=1, GRT Total Usage=0.0370, crit path cell chain=ha_1 > nand3b_1 > nor4_4 > buf_4, drt drc=0, Switch Pwr=0.0737 mW, 1st-iter DRT viols=68, Worst Setup Path Type=reg2reg, YS chip area=1210 µm², Worst Tran Pin Value=0.507 ns, die x size=107 µm, part of the cycle the worst path needs=0.461, # setup viols final=0, most frequent cells after synthesis=25 x dfxtp_1, 11 x nand3_1, 8 x xnor2_1, largest net degree at the start of global routing=16, Setup crit end kind=register, Vias/cell=3.83, VDD IR max=186 µV, Final Max Slew Viols=0, Leakage=0.522 nW, Clk Latency, worst-skew pair=0.27 ns, RD Place Congestion=0.814, Hold Crit Endpoint=cnt[0]$_SDFF_PN0_, hold_buf cts=0, Max Freq=0.504 GHz, crit path DAT=1.97 ns, Post-synth ARST share=0, post-synthesis adder-cell area fraction=0.0104, Cell Int Power=0.366 mW, crit-path leading delay family=simple AND/OR/NAND/NOR gates, post-CTS setup repair buffer count=0, Worst-path clk slew=0.09 ns, Yosys top cell by instances=dfxtp_1, total of max-cap violations=0, CTS tree=built, fraction of layout cells with a size suffix above 1=0.136, Worst path slowest cell=nor4_4, post-synth cell types=37, multi-input logic area=622 µm², final hold violation count=0, FF-to-FF End=led$_DFFE_PN_, Max Clock Skew=0.00962 ns, PwrDens=320 nW/µm², FP Rows=31, vias in the first global route=816, hold path cells=1, Chip Area=11400 µm², Resize count post-CTS=0, Critical Path RT=4.29 ns, Final min period=1.98 ns, mapped cell area=1210 µm², Wirelength per Cell=9.11 µm, Top cells by area=dfxtp_1 41%, xnor2_1 5.8%, nand3_1 4.6%, Top-area cell share=0.415, Routed WL=2.04 mm, Worst setup SP type=register
## logic make-up after synthesis
kind of cell / count (synthesis)
xor gates and xnor gates: 14
adders and majority gates: 1
AOI/OAI and AO/OA: 18
DFF: 26
buffers and inverters: 8
and+or+nand+nor: 57
## per-stage QoR
stage	total power, mW	instance area [µm²]	hold slack (ns)	util	setup WS [ns]
finish	0.440	1380	0.442	0.189	2.32
global route	0.456	1380	0.486	0.189	2.17
CTS	0.447	1380	0.446	0.189	2.30
detailed placement	0.247	1310	0.433	0.179	2.33
global placement	0.247	1310	0.429	0.179	2.34
floorplan	0.247	1210	0.412	-	2.67
## flip-flops by register name (all words and copies together), names as in the netlist
signal,cells
cnt,25
led,1
## worst register-to-register path, cell delays in order (launching register included)
cell and delay, ns:
dfxtp_1 0.35, ha_1 0.37, nand3b_1 0.18, nor4_4 0.54, buf_4 0.26
## layer usage
| layer | share of wire | global-route usage | vias to the layer above |
|---|---|---|---|
| met4 | 0.0098 | 0.00290 | 0 |
| li1 | - | - | 451 |
| met3 | 0.028 | 0.0109 | 2 |
| met2 | 0.41 | 0.0584 | 4 |
| met1 | 0.55 | 0.0511 | 400 |
| met5 | 0 | 0 | - |
## layout make-up
type / instances / share of cell area
Tap cell: 99 / 0.0900
Multi-Input combinational cell: 90 / 0.452
Clock inverter: 1 / 0.0218
Sequential cell: 26 / 0.385
Timing Repair Buffer: 2 / 0.0127
Clock buffer: 3 / 0.0300
Inverter: 3 / 0.00818
## power by group through the flow
stage | registers [mW] | logic [mW] | clock network [mW]
CTS | 0.242 | 0.000000273 | 0.206
global route | 0.242 | 0.000000273 | 0.215
finish | 0.242 | 0.000000273 | 0.198
## worst max path at each step
stage     slack, ns  cells past startpoint       endpoint
5_1_grt        2.17                      4  led$_DFFE_PN_
4_1_cts        2.30                      1          led_o
6_report       2.32                      4  led$_DFFE_PN_
## placed cells by master, fill, tap and decap left out, types with 2 or more instances in the layout
cell / count
a21oi_1: 7
and4_1: 3
and4_4: 2
o31ai_1: 5
xor2_1: 6
xnor2_1: 8
or3_1: 3
nand2_1: 6
o21ai_0: 5
and3_1: 2
nor2_1: 6
nor3_1: 2
dfxtp_1: 25
inv_1: 3
or4_1: 3
clkbuf_8: 3
and4_2: 2
nand3_1: 11
and2_1: 2
nand4_1: 4
Power and IR drop assume default switching activity.
